===== flow/config.mk =====
export PLATFORM = sky130hd
export DESIGN_NAME = testeRegistradores
export DESIGN_NICKNAME = testeRegistradores
export VERILOG_FILES = /design/flow/design.v
export SDC_FILE = /design/flow/constraint.sdc
export NUM_CORES = 4
export LEC_CHECK = 1
export CORE_UTILIZATION = 50

===== flow/constraint.sdc =====
current_design testeRegistradores

set clk_period 5.8
set clk_io_pct 0.2

create_clock -name clk0 -period $clk_period [get_ports {clk}]

set non_clock_inputs [all_inputs -no_clocks]
set_input_delay [expr $clk_period * $clk_io_pct] -clock clk0 $non_clock_inputs
set_output_delay [expr $clk_period * $clk_io_pct] -clock clk0 [all_outputs]

===== flow/design.v =====
module testeRegistradores(clk, entradaTeste, leitura1, leitura2, escrita, regWrite, dataWrite, RS, RT, saidaWrite);
input clk, regWrite;
input wire [4:0] escrita;  
input wire [4:0] leitura1;
input wire [4:0] leitura2;
input [31:0] entradaTeste;
input [31:0] dataWrite;
output [31:0] RS, RT, saidaWrite;
reg[31:0] registradores[31:0];
assign RS = registradores[leitura1];
assign RT = registradores[leitura2];
always @ (posedge clk)
begin
	if(regWrite == 1)
	begin
		registradores[escrita] = dataWrite;
	end
end
assign saidaWrite = registradores[escrita];
endmodule

===== flow/run.sh =====
#!/bin/bash
# OpenROAD 26Q1-2900-gdf79404cd8, Yosys 0.63+post, stock flow scripts
make -C /OpenROAD-flow-scripts/flow DESIGN_CONFIG=/design/flow/config.mk WORK_HOME=/design/flow/orfs finish

==> out/writeup.txt <==
The run finished with clean final reports. The run gives 74 for the largest net degree at the start of global routing. The flop and latch count out of synthesis came out at 1024. The worst setup path is captured at an output pin. The clock net in this run drives a total of 1024 sinks. The register with the most flip-flops in the layout has 1024 of them. The relative slew slack is 33.1%. Input and output buffers added on the ports amount to 144. The run gives 15 for the maximum fanout encountered on the critical timing path.

For this run, the detailed router reports a per-instance via density of 6.97. Per the final timing report, the hold violations number 0. The met1 demand-to-capacity share in global routing is 43.9%, and the residual antenna-violating net count after detailed routing is 0. Critical-path cell with the highest stage delay: sky130_fd_sc_hd__clkdlybuf4s50_1.

During I/O placement, the number of pins put on the boundary was 177. The timing report shows the most common cell along the critical path to be sky130_fd_sc_hd__clkdlybuf4s50_1. Routing resource usage on met2 recorded by global route was 51.5%.

With the number of clock buffers inserted by TritonCTS at 113, the die boundary width is 337 µm. Looking at area per cell type in the netlist, the leader is sky130_fd_sc_hd__edfxtp_1. The average wire per standard cell was 35.3 µm. The routing usage on met3 came out at 33.2%.

In the synthesized netlist, the number of instances is 3900. The largest incremental delay on the critical path came out at 0.87 ns. Total length of routed wires: 198000 µm. The worst setup path is of the input port to output pin kind.

The total die size was 113000 µm². The largest non-sequential cell family by area is multiplexers. In the routed design, unresolved DRC markers number 0. The area recorded from the Yosys report for this design is 56000 µm². Setup repair after global routing left no endpoint under its margin. Max-slew check failures listed in the final report amount to 0.

After routing, the total negative slack on setup checks comes to 0 ns. With the worst setup slack after placement at 0.693 ns, the power density over the cells is 270 nW/µm². In the global route stage, overall resource usage came out at 38.5%. TritonCTS built the clock tree. According to the report, the first pass of detailed routing completed in 9 iterations. The data arrival time reported for the critical path is 4.06 ns. The number of global-route vias before repair came out at 41.3k.

No sink is reached through more buffers than the 3 on the longest clock path. Routability-driven placement finished with a final weighted congestion of 0.943. The worst hold-check path type was input port to flip-flop. By area the synthesized netlist is led by sky130_fd_sc_hd__edfxtp_1 55%, sky130_fd_sc_hd__mux2i_1 18%, sky130_fd_sc_hd__mux4_2 10%. With the mean area per synthesized cell at 14.4 µm², the required time reported for the critical path endpoint is 4.64 ns. In this run the static leakage power is 0.0228 µW. Per the synthesis report, the number of distinct cell types is 28. The completed layout was analyzed and its total power is 17200 µW. The HPWL after detailed placement is 111000 µm, and the post-detailed-placement cell area is 60100 µm². Summed over its instances, the top area cell type makes up 54.9% of the synthesized netlist area. Buffer and inverter count on the worst path: 3. CTS root buffer: sky130_fd_sc_hd__clkbuf_16. The final timing report gives a worst setup slack of 0.582 ns. Post-synthesis cell area: 56000 µm². From synthesis to final layout, the design area changed by 13.7%. The family with the most delay on the worst path was buffers and inverters.

The die boundary height works out to 337 µm. Post-cts hold buffer count: 0.

Kind of launch point of the worst setup path: an input port. Most utilized layer in the global route result: met2. The design area is 63600 µm². Number of warnings reported in the yosys synthesis log: 1. The run gives 50.5% for the initial core utilization. The initial detailed-routing violation count is 3096.

The run gives 3 as the count of H-tree levels built during CTS. The run gives 0 as the global route total overflow. For this run, the register share of the synthesized area comes to 54.9%.

Gates resized during post-CTS repair numbered 0. According to the floorplan report, the placeable core area is 111000 µm². The number of logged tool warnings was 58.

The logs give 192 MHz for the fmax and 3900 for the number of standard cells reported by yosys. The simple logic cell fraction of the synthesized area is 4.56%. The multiplexer area fraction after synthesis is 28.6%. In the final layout, the share of cells above drive strength 1 is 16.5%.

At the pin with the least slew margin, the transition time is 1.00 ns. The xor/xnor cell area share of the yosys netlist is 0%. The setup-violating endpoint count in the final report came out at 0. The number of fillers in the final layout was 8336. The timing report gives the clock slew at the launch and capture registers of the worst setup and hold paths as 0.06 ns. Once layout is complete, the utilization of the core stands at 57.4%.

The first global-routing pass estimated 280000 µm of wire. The tools report the site row count as 122. Registers take 30700 µm². The most common logic cells in the final layout are 1024 x sky130_fd_sc_hd__mux2i_1, 1024 x sky130_fd_sc_hd__edfxtp_1, 320 x sky130_fd_sc_hd__a22oi_1. The tools report the max-capacitance violation count as 0. The tools report the via count as 39.1k. Per the layout area report, the combinational gate area comes to 23800 µm². The critical path goes through clkdlybuf4s50_1 > and2_2 > buf_4 > a22oi_1 > nand4_1 > clkdlybuf4s50_1.

Of the total synthesized cell area, the portion taken by AND-OR and OR-AND cells is 8.73%. Of the available clock period, the critical path in the final layout requires 90.0%. The run gives 0 for the number of buffers added for setup after CTS. The shortest period the worst path allows works out to 5.22 ns.

The tools report the number of antenna violations at the first check in global routing as 8. The run gives 0.000248 V for the worst-case vdd ir drop. The area fraction in full adders, half adders and majority gates was 0%.
final cells by class:
class                   count  area share (%)
diodes                      9          0.0354
clock buffers             143            4.69
clock inverters            63           0.757
multi-input cells        2535            37.4
flip-flops and latches   1024            48.3
well taps                1488            2.93
repair buffers            353            5.86
logic make-up (layout without fill, tap and decap cells):
logic type / Yosys count / in the layout
buffers and inverters: 341 / 559
other: 0 / 9
and+or+nand+nor: 551 / 551
DFF: 1024 / 1024
AOI/OAI and AO/OA: 704 / 704
muxes: 1280 / 1280
path summary, 6_finish.rpt:
check	from	to	slack [ns]	depth (start not counted)
worst min-delay path	dataWrite[18]	registradores[24][18]	1.27	2
worst max-delay path	escrita[4]	saidaWrite[15]	0.58	6
metal layers:
layer | up-vias | share of wire [%]
met2 | 3244 | 43
met3 | 679 | 20
met4 | 37 | 5.5
met1 | 18900 | 31
met5 | - | 0.37
li1 | 16200 | -
stage by stage:
| step | hold WS, ns | cells |
|---|---|---|
| 2_1_floorplan | 1.26 | 3900 |
| 6_report | 1.27 | 5615 |
| 3_3_place_gp | 1.98 | 5400 |
| 4_1_cts | 1.23 | 5606 |
| 3_5_place_dp | 1.99 | 5400 |
| 5_1_grt | 1.26 | 5608 |
synthesized netlist by cell type:
cell type,n
sky130_fd_sc_hd__nor3b_1,2
sky130_fd_sc_hd__and2_1,3
sky130_fd_sc_hd__buf_6,15
sky130_fd_sc_hd__or2_2,1
sky130_fd_sc_hd__a22oi_1,320
sky130_fd_sc_hd__and3b_1,1
sky130_fd_sc_hd__or2_1,3
sky130_fd_sc_hd__clkbuf_1,145
sky130_fd_sc_hd__and3_1,1
sky130_fd_sc_hd__buf_2,90
sky130_fd_sc_hd__nand2b_1,4
sky130_fd_sc_hd__a31oi_1,64
sky130_fd_sc_hd__mux4_2,256
sky130_fd_sc_hd__or3b_1,3
sky130_fd_sc_hd__or3_1,1
sky130_fd_sc_hd__edfxtp_1,1024
sky130_fd_sc_hd__nor2_1,37
sky130_fd_sc_hd__nor3_1,65
sky130_fd_sc_hd__buf_4,72
sky130_fd_sc_hd__buf_1,19
sky130_fd_sc_hd__nand3b_1,3
sky130_fd_sc_hd__nand2_1,197
sky130_fd_sc_hd__a22o_1,128
sky130_fd_sc_hd__nand3_1,194
sky130_fd_sc_hd__mux2i_1,1024
sky130_fd_sc_hd__nor2b_1,4
sky130_fd_sc_hd__a21oi_1,192
sky130_fd_sc_hd__nand4_1,32
power by group:
part / total (µW) / internal (µW) / switching, µW / leakage (µW)
logic: 2120 / 882 / 1240 / 0.0119
clock network: 6790 / 3910 / 2880 / 0.00170
registers: 8300 / 8240 / 55.3 / 0.00922
total: 17200 / 13000 / 4170 / 0.0228
No activity file was given, so power comes from the tool's default toggle rates.
