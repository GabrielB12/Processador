## ./config.mk

```make
export PLATFORM = sky130hd
export DESIGN_NAME = bancoRegistradores
export DESIGN_NICKNAME = bancoRegistradores
export VERILOG_FILES = /design/flow/design.v
export SDC_FILE = /design/flow/constraint.sdc
export NUM_CORES = 4
export LEC_CHECK = 1
export CORE_UTILIZATION = 40
```

## ./constraint.sdc

```tcl
current_design bancoRegistradores

set clk_period 5.8
set clk_io_pct 0.2

create_clock -name clk0 -period $clk_period [get_ports {clk}]

set non_clock_inputs [all_inputs -no_clocks]
set_input_delay [expr $clk_period * $clk_io_pct] -clock clk0 $non_clock_inputs
set_output_delay [expr $clk_period * $clk_io_pct] -clock clk0 [all_outputs]
```

## ./run.sh

```bash
#!/bin/bash
# OpenROAD 26Q1-2900-gdf79404cd8, Yosys 0.63+post, stock flow scripts
make -C /OpenROAD-flow-scripts/flow DESIGN_CONFIG=/design/flow/config.mk WORK_HOME=/design/flow/orfs finish
```

## ./design.v

```verilog
module bancoRegistradores(clk, leitura1, leitura2, escrita, regWrite, dataWrite, RS, RT, RD);
input clk, regWrite;
input [4:0] escrita, leitura1, leitura2;  
input [31:0] dataWrite;
output [31:0] RS, RT, RD;
reg[31:0] registradores[31:0];
always @ (posedge clk)
begin
	if(regWrite == 1)
	begin
		registradores[escrita] = dataWrite;
	end
end
assign RS = registradores[leitura1];
assign RT = registradores[leitura2];
assign RD = registradores[escrita];
endmodule
```

==> results.sh <==
# implementation run metrics
export IMPL_drc=0
export IMPL_slew_violations=0
export IMPL_endpoint_kind="output port"
export IMPL_ctsLongestPathBuffers=3
export IMPL_edf_count=1024
export IMPL_port_buffers=144
export IMPL_antennaDiodeCount=0
export IMPL_vias=38640
export IMPL_layout_drive_gt1_share=0.172
export IMPL_routedWlPerCell_um=33.3
export IMPL_rsz0062_at_grt="false"
export IMPL_via_per_inst=6.44
export IMPL_fillers=11839
export IMPL_status="complete, no violations"
export IMPL_ys_top_cells_by_count="edfxtp_1, mux2i_1, a22oi_1"
export IMPL_yosys_warnings=1
export IMPL_antenna_left=0
export IMPL_hold_violations=0
export IMPL_ys_ff=1024
export IMPL_hp_class="input pin to register"
export IMPL_clk_pin_slew_ps=60
export IMPL_place_gp_congestion=0.923
export IMPL_setup_ws_ps=592
export IMPL_p_per_area_nw_per_um2=278
export IMPL_syn2layout_area_growth_pct=15.6
export IMPL_grt_pass1_wl_um=285000
export IMPL_synthArstFlopShare=0
export IMPL_yosys_area_um2=56000
export IMPL_fmax_mhz=192
export IMPL_syn_cell_area_um2=56000
export IMPL_worst_pin_slew_ps=906
export IMPL_synth_stat_cells=3900
export IMPL_relSlewSlack=0.396
export IMPL_clockRootBuffer="clkbuf_16"
export IMPL_cts_resized=0
export IMPL_clock_sinks=1024
export IMPL_cts_buffers=113
export IMPL_fp_util=0.405
export IMPL_largest_reg_flops=1024
export IMPL_ir_worst_vdd_uv=243
export IMPL_critPathLaunchType="input pin"
export IMPL_ff_type="edfxtp_1"
export IMPL_dr_pass1_iters=5
export IMPL_pin_count=145
export IMPL_finalCritPeriodShare=0.898
export IMPL_grt_overflow_total=0
export IMPL_ctsHoldBuffers=0
export IMPL_ys_seq_share=0.549
export IMPL_topCellsByArea="edfxtp_1, mux2i_1, mux4_2"
export IMPL_cp_arrival_ps=4050
export IMPL_routed_wl_um=200000
export IMPL_grt_pass1_vias=40352
export IMPL_post_cts_repair_setup_buffers=0
export IMPL_leakagePower_nw=23.1
export IMPL_dp_slack_ps=646
export IMPL_grt_max_degree=62
export IMPL_crit_fanout=14
export IMPL_setup_viol=0
export IMPL_max_cap_violations=0
export IMPL_die_h_um=376
export IMPL_worstSetupPathType="input pin to output port"
export IMPL_period_minus_slack_ps=5210
export IMPL_design_area_um2=64700
export IMPL_cts_tree="built"
export IMPL_tns_ps=0
export IMPL_fin_util=0.468
export IMPL_rows=136
export IMPL_cp_required_ps=4640
export IMPL_cts_htree_levels=3
export IMPL_yosys_area_top_type_share=0.549
export IMPL_drtIter0Drc=3290
export IMPL_grt_usage=0.304
export IMPL_warnings=26
export IMPL_postSynthAreaPerCell_um2=14.4
export IMPL_hpwl_um=117000
export IMPL_syn_inst=3900
export IMPL_yosys_area_top_type="edfxtp_1"
export IMPL_chipWidth_um=376
export IMPL_core_um2=138000
export IMPL_dieArea_um2=141000
export IMPL_place_area_um2=60800
export IMPL_antenna_found_initial=10
export IMPL_finalHoldWorstSlack_ps=1220
export IMPL_synth_distinct_cells=28
critical path, stage by stage:
cell             delay [ps]
clkdlybuf4s50_1         620
nor2b_4                 610
buf_4                   410
buf_4                   260
a22o_1                  140
nor3_1                   50
a31oi_1                 170
nand3_1                 160
clkdlybuf4s50_1         440
cell families after synthesis:
logic type / synth area share
buffers and inverters: 0.0317
DFF: 0.549
muxes: 0.286
and+or+nand+nor: 0.0456
AOI/OAI and AO/OA: 0.0873
area by class of cell:
class	instances	area, um2	area share
clock buffer	131	2940	0.0454
timing repair buffer	375	3960	0.0612
tap	1863	2330	0.0360
multi-input combinational	2535	23800	0.368
clock inverter	73	937	0.0145
sequential	1024	30700	0.475
power by group:
group | internal (mW) | switching (mW) | total, mW | leakage, nW
Combinational | 0.893 | 1.25 | 2.15 | 12.0
Sequential | 8.24 | 0.0548 | 8.29 | 9.22
Clock | 4.54 | 3.04 | 7.58 | 1.87
Total | 13.7 | 4.35 | 18.0 | 23.1
metrics by stage:
step           power, mW  std cells
2_1_floorplan       9.60       3900
5_1_grt             18.5       6001
3_3_place_gp        10.6       5797
3_5_place_dp        10.6       5797
4_1_cts             18.1       6001
6_report            18.0       6001
path summary, 6_finish.rpt:
path / startpoint / to / slack, ps / depth (start not counted)
max: leitura1[2] / RS[31] / 590 / 9
min: dataWrite[5] / registradores[15][5] / 1220 / 2
layout by cell type, fill, tap and decap left out, types with 3 or more instances in the layout:
cell type           n
a21oi_1           192
a22o_1            128
a22oi_1           320
a31oi_1            64
buf_12             61
buf_4             170
buf_8               4
bufinv_16          21
clkbuf_1           16
clkbuf_16         115
clkdlybuf4s50_1   140
clkinv_1           25
clkinv_2           15
clkinvlp_4          6
edfxtp_1         1024
mux2i_1          1024
mux4_2            256
nand2_1           195
nand3_1           194
nand3b_1            3
nand4_1            32
nor2_4             36
nor2b_4             4
nor3_1             64
or2_2               3
or3b_1              3
layer usage:
layer	track usage	part of all wire	vias to the layer above
met4	0.105	0.045	28
met1	0.369	0.33	19068
met3	0.227	0.18	540
met2	0.424	0.44	2746
li1	-	-	16258
met5	0.0189	0.0017	-
Power figures rest on the tool's default switching activity, not on a simulated workload.
